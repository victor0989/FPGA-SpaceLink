===== ./design.v =====
`timescale 1ns / 1ps
module sinegen(
    input             clk,     
    input             reset,   
    input      [1:0]  sel,     
    output reg signed [19:0] sine   
);
    reg [15:0] phase;
    reg [15:0] phase_inc;
    always @(*) begin
        case(sel)
            2'b00: phase_inc = 16'd100;   
            2'b01: phase_inc = 16'd200;
            2'b10: phase_inc = 16'd400;
            2'b11: phase_inc = 16'd800;   
            default: phase_inc = 16'd100;
        endcase
    end
    always @(posedge clk or posedge reset) begin
        if (reset)
            phase <= 16'd0;
        else
            phase <= phase + phase_inc;
    end
    always @(*) begin
        case(phase[15:12])
            4'd0:  sine = 20'sd0;
            4'd1:  sine = 20'sd200000;
            4'd2:  sine = 20'sd370000;
            4'd3:  sine = 20'sd484000;
            4'd4:  sine = 20'sd524287;   
            4'd5:  sine = 20'sd484000;
            4'd6:  sine = 20'sd370000;
            4'd7:  sine = 20'sd200000;
            4'd8:  sine = 20'sd0;
            4'd9:  sine = -20'sd200000;
            4'd10: sine = -20'sd370000;
            4'd11: sine = -20'sd484000;
            4'd12: sine = -20'sd524287;
            4'd13: sine = -20'sd484000;
            4'd14: sine = -20'sd370000;
            4'd15: sine = -20'sd200000;
            default: sine = 20'sd0;
        endcase
    end
endmodule

===== ./run.sh =====
#!/bin/bash
# OpenROAD 26Q1-2900-gdf79404cd8, Yosys 0.63+post, stock flow scripts
make -C /OpenROAD-flow-scripts/flow DESIGN_CONFIG=/design/flow/config.mk WORK_HOME=/design/flow/orfs finish

===== ./config.mk =====
export PLATFORM = sky130hd
export DESIGN_NAME = sinegen
export DESIGN_NICKNAME = sinegen
export VERILOG_FILES = /design/flow/design.v
export SDC_FILE = /design/flow/constraint.sdc
export NUM_CORES = 4
export LEC_CHECK = 1
export CORE_AREA = 10 10 94 94
export DIE_AREA = 0 0 104 104

===== ./constraint.sdc =====
current_design sinegen

set clk_period 2.4
set clk_io_pct 0.2

create_clock -name clk0 -period $clk_period [get_ports {clk}]

set non_clock_inputs [all_inputs -no_clocks]
set_input_delay [expr $clk_period * $clk_io_pct] -clock clk0 $non_clock_inputs
set_output_delay [expr $clk_period * $clk_io_pct] -clock clk0 [all_outputs]

==> node_exporter_impl.prom <==
# HELP chip_impl_metric Physical implementation figures
# TYPE chip_impl_metric gauge
chip_impl_metric{name="filler_cell_count",unit=""} 710
chip_impl_metric{name="global_route.overflow_total",unit=""} 0
chip_impl_metric{name="max-clock-path-buffers",unit=""} 2
chip_impl_metric{name="yosys_area",unit="mm²"} 0.00121
chip_impl_metric{name="maximum_number_of_pins_on_one_net_before_global_route_repair",unit=""} 15
chip_impl_info{name="setup_repair_after_global_routing_missed_its_margin",value="true"} 1
chip_impl_metric{name="worstPathMaxFanout",unit=""} 3
chip_impl_info{name="worstSetupEndpointType",value="primary output"} 1
chip_impl_metric{name="hold_violations",unit=""} 0
chip_impl_metric{name="remaining_drc_errors",unit=""} 0
chip_impl_metric{name="slew_violations",unit=""} 0
chip_impl_metric{name="vias_per_cell",unit=""} 3.70
chip_impl_metric{name="async_flop_share",unit="%"} 100
chip_impl_metric{name="clock_sink_count",unit=""} 14
chip_impl_info{name="top_register",value="phase"} 1
chip_impl_metric{name="synth-seq-area-share",unit="%"} 29.0
chip_impl_metric{name="tightestPinTransition",unit="ns"} 0.559
chip_impl_info{name="crit_path_top_delay_cell",value="sky130_fd_sc_hd__clkdlybuf4s50_1"} 1
chip_impl_info{name="startpoint",value="phase[12]"} 1
chip_impl_metric{name="place_hpwl",unit="mm"} 2.11
chip_impl_metric{name="worst_ep_arrival_time",unit="ns"} 1.81
chip_impl_metric{name="boundaryPins",unit=""} 24
chip_impl_metric{name="clock.fmax",unit="MHz"} 437
chip_impl_info{name="worst_setup_start_kind",value="flop"} 1
chip_impl_metric{name="worstPathRequired",unit="ns"} 1.92
chip_impl_metric{name="worstSkewPairLatency",unit="ns"} 0.24
chip_impl_metric{name="fin_worst_hold_slack",unit="ns"} 0.521
chip_impl_metric{name="yosys_warnings",unit=""} 1
chip_impl_info{name="hold_start",value="phase[2]"} 1
chip_impl_metric{name="clock_tree.htree_level_count",unit=""} 1
chip_impl_metric{name="cpPeakStageDelay",unit="ns"} 0.47
chip_impl_metric{name="drive_gt1_share",unit="%"} 34.4
chip_impl_metric{name="synth.cell_area",unit="mm²"} 0.00121
chip_impl_metric{name="syn-mean-instance-area",unit="µm²"} 9.03
chip_impl_metric{name="antenna_cells",unit=""} 0
chip_impl_info{name="cts_root_buffer",value="sky130_fd_sc_hd__clkbuf_8"} 1
chip_impl_metric{name="setup_viol",unit=""} 0
chip_impl_metric{name="yosys-stat-cells",unit=""} 134
chip_impl_metric{name="number_of_search_and_repair_iterations_in_the_first_detailed_routing_pass",unit=""} 4
chip_impl_metric{name="die.size.x",unit="µm"} 104
chip_impl_metric{name="port_buffers",unit=""} 23
chip_impl_metric{name="fin_crit_sh",unit="%"} 95.3
chip_impl_metric{name="coreArea",unit="mm²"} 0.00683
chip_impl_metric{name="warning_count",unit=""} 36
chip_impl_info{name="crit_reg_reg_startpoint",value="phase[2]"} 1
chip_impl_metric{name="design.die.area",unit="mm²"} 0.0108
chip_impl_metric{name="groute.usage.overall",unit="%"} 5.06
chip_impl_metric{name="finalCriticalPeriod",unit="ns"} 2.29
chip_impl_metric{name="max-cap-violations",unit=""} 0
chip_impl_metric{name="grt_pass1_vias",unit=""} 1055
chip_impl_metric{name="final_antenna_net_count",unit=""} 0
chip_impl_metric{name="grt_pass1_wl",unit="mm"} 4.84
chip_impl_metric{name="detailedRoute.firstIterationViolations",unit=""} 53
chip_impl_metric{name="via_count",unit=""} 1033
chip_impl_metric{name="numSynthFlops",unit=""} 14
chip_impl_metric{name="skew",unit="ns"} 0.000965
chip_impl_info{name="min-delay-path-class",value="reg2reg"} 1
chip_impl_metric{name="combGateArea",unit="µm²"} 848
chip_impl_metric{name="largest_reg_flops",unit=""} 14
chip_impl_metric{name="initCoreUtil",unit="%"} 17.7
chip_impl_metric{name="vdd_ir_drop_max",unit="V"} 0.000254
chip_impl_metric{name="placementRows",unit=""} 30
chip_impl_metric{name="area.growth.synth_to_final",unit="%"} 57.0
chip_impl_metric{name="postSynthCellCount",unit=""} 134
chip_impl_info{name="biggestRegsByFlops",value="phase: 14 flops"} 1
chip_impl_metric{name="regArea",unit="µm²"} 352
chip_impl_info{name="most_used_cell_cp",value="sky130_fd_sc_hd__nand2_1"} 1
chip_impl_metric{name="clk_pin_slew",unit="ns"} 0.06
chip_impl_metric{name="layout.core_utilization",unit="%"} 27.8
chip_impl_metric{name="drt-total-wl",unit="mm"} 2.77
chip_impl_metric{name="holdBufCountCts",unit=""} 0
chip_impl_metric{name="grt_antenna_before_repair",unit=""} 0
chip_impl_metric{name="synth-edff-count",unit=""} 0
chip_impl_metric{name="die_h",unit="µm"} 104
chip_impl_metric{name="cts_made_buffers",unit=""} 3
chip_impl_info{name="timing.setup.critical_path_class",value="reg2out"} 1
chip_impl_metric{name="p_leak",unit="nW"} 0.906
chip_impl_metric{name="place.gp.congestion",unit=""} 0.810
chip_impl_info{name="synth_top_flop_cell",value="sky130_fd_sc_hd__dfrtp_1"} 1
chip_impl_metric{name="powerDensity",unit="mW/mm²"} 1290
chip_impl_info{name="run_status",value="complete, no violations"} 1
chip_impl_metric{name="slew-limit-headroom",unit="%"} 62.7
chip_impl_metric{name="distinct_cell_type_count_after_synthesis",unit=""} 31
chip_impl_info{name="cts_tree",value="done"} 1
chip_impl_metric{name="wire_per_inst",unit="µm"} 9.91
chip_impl_info{name="critical_path.cell_chain",value="inv_2 > ha_2 > nor2_1 > a21oi_1 > nand2_1 > nand2_1 > clkdlybuf4s50_1"} 1
cell type report:
type / count / area share (%)
Timing Repair Buffer: 53 / 24.4
Tap cell: 96 / 6.32
Inverter: 16 / 3.16
Clock buffer: 4 / 2.90
Sequential cell: 14 / 18.5
Multi-Input combinational cell: 96 / 44.7
repair_timing:
action / in CTS / in global routing
buffers inserted: 3 / 3
gates cloned: 0 / 0
endpoints found under the setup margin: 15 / 12
pin swaps: 5 / 3
gates resized: 22 / 18
layer usage:
metal  share of wire (%)  wire [µm]  vias up  GRT usage, %
met1                  48       1330      477          6.60
li1                    -          -      547             -
met5                   0          0        -             0
met2                  49       1350        7          8.69
met4                 1.4         40        0         0.895
met3                 1.7         46        2         0.752
final timing paths:
| check | to | depth (start not counted) | slack (ns) |
|---|---|---|---|
| setup / recovery | sine[6] | 7 | 0.11 |
| min in group asynchronous | phase[9] | 2 | 0.60 |
| max in group asynchronous | phase[14] | 2 | 1.40 |
| hold reg to reg | phase[2] | 1 | 0.52 |
| setup reg to reg | phase[14] | 9 | 0.51 |
| hold / removal | phase[2] | 1 | 0.52 |
critical path: cells and delay by family (launching register included):
kind	cells	cell delay, ns
fa+ha+maj	1	0.31
simple gates	3	0.21
buf+inv	2	0.52
flops	1	0.40
compound gates	1	0.12
cells in the mapped netlist (3+ instances only):
library cell	n	area share, %
sky130_fd_sc_hd__ha_1	19	20
sky130_fd_sc_hd__inv_1	16	5.0
sky130_fd_sc_hd__dfrtp_1	14	29
sky130_fd_sc_hd__nand2_1	14	4.3
sky130_fd_sc_hd__xnor2_1	11	8.0
sky130_fd_sc_hd__o21ai_0	10	4.1
sky130_fd_sc_hd__a21oi_1	9	3.7
sky130_fd_sc_hd__nor2_1	7	2.2
sky130_fd_sc_hd__buf_4	6	3.7
sky130_fd_sc_hd__nand3_1	3	1.2
cells by family after synthesis:
logic type | synth area share (%)
simple gates | 14.8
xor+xnor | 8.69
compound gates | 14.3
mux | 2.69
flops | 29.0
fa+ha+maj | 21.3
buf+inv | 9.31
report_power, final:
group	switching, mW	internal [mW]
logic	0.731	1.01
registers	0.106	0.366
clock network	0.0843	0.145
total	0.921	1.52
metrics by stage:
| stage | power, mW | TNS, ns | instances | setup slack [ns] | cell area (µm²) |
|---|---|---|---|---|---|
| 6_report | 2.44 | 0 | 279 | 0.112 | 1900 |
| 5_1_grt | 2.69 | -0.00565 | 279 | -0.00565 | 1900 |
| 4_1_cts | 2.42 | -0.0105 | 276 | -0.00706 | 1840 |
| 3_5_place_dp | 2.11 | -3.08 | 269 | -0.475 | 1690 |
| 3_3_place_gp | 2.11 | -3.09 | 269 | -0.477 | 1690 |
| 2_1_floorplan | 1.34 | 0 | 134 | 0.138 | 1210 |
placed cells by master, fill, tap and decap left out, types with 2 or more instances in the layout:
| cell type | netlist | final |
|---|---|---|
| sky130_fd_sc_hd__inv_1 | 16 | 11 |
| sky130_fd_sc_hd__nor2_1 | 7 | 6 |
| sky130_fd_sc_hd__dfrtp_1 | 14 | 13 |
| sky130_fd_sc_hd__nor3_1 | 2 | 2 |
| sky130_fd_sc_hd__ha_4 | 0 | 3 |
| sky130_fd_sc_hd__dlygate4sd2_1 | 0 | 6 |
| sky130_fd_sc_hd__ha_2 | 0 | 3 |
| sky130_fd_sc_hd__o21ai_0 | 10 | 8 |
| sky130_fd_sc_hd__a21oi_2 | 0 | 2 |
| sky130_fd_sc_hd__dlymetal6s2s_1 | 0 | 5 |
| sky130_fd_sc_hd__buf_4 | 6 | 29 |
| sky130_fd_sc_hd__nand3_1 | 3 | 3 |
| sky130_fd_sc_hd__inv_2 | 0 | 5 |
| sky130_fd_sc_hd__clkdlybuf4s50_1 | 0 | 12 |
| sky130_fd_sc_hd__ha_1 | 19 | 13 |
| sky130_fd_sc_hd__xnor2_1 | 11 | 11 |
| sky130_fd_sc_hd__nand2_2 | 2 | 3 |
| sky130_fd_sc_hd__nand2_1 | 14 | 13 |
| sky130_fd_sc_hd__a21oi_1 | 9 | 7 |
| sky130_fd_sc_hd__clkbuf_8 | 0 | 4 |
Power is estimated from default activity; no workload was simulated.
