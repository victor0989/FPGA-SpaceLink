## flow/design.v

```verilog
module ethernet_fsm (
    input wire clk,            
    input wire reset,          
    input wire sw,             
    output reg db,             
    output reg [2:0] eth_state  
);
localparam [2:0] 
    zero = 3'b000,
    wait1_1 = 3'b001,
    wait1_2 = 3'b010,
    wait1_3 = 3'b011,
    one = 3'b100,
    wait0_1 = 3'b101,
    wait0_2 = 3'b110,
    wait0_3 = 3'b111;
reg [18:0] q_reg;  
wire [18:0] q_next;
wire m_tick;
reg [2:0] state_reg, state_next;
always @(posedge clk) begin
    q_reg <= q_next;
end
assign q_next = q_reg + 1;
assign m_tick = (q_reg == 0) ? 1'b1 : 1'b0;
always @(posedge clk or posedge reset) begin
    if (reset)
        state_reg <= zero;
    else
        state_reg <= state_next;
end
always @* begin
    state_next = state_reg;  
    db = 1'b0;  
    case (state_reg)
        zero: begin
            if (sw) state_next = wait1_1;
        end
        wait1_1: begin
            if (~sw) state_next = zero;
            else if (m_tick) state_next = wait1_2;
        end
        wait1_2: begin
            if (~sw) state_next = zero;
            else if (m_tick) state_next = wait1_3;
        end
        wait1_3: begin
            if (~sw) state_next = zero;
            else if (m_tick) state_next = one;
        end
        one: begin
            db = 1'b1;
            if (~sw) state_next = wait0_1;
        end
        wait0_1: begin
            db = 1'b1;
            if (sw) state_next = one;
            else if (m_tick) state_next = wait0_2;
        end
        wait0_2: begin
            db = 1'b1;
            if (sw) state_next = one;
            else if (m_tick) state_next = wait0_3;
        end
        wait0_3: begin
            db = 1'b1;
            if (sw) state_next = one;
            else if (m_tick) state_next = zero;
        end
        default: state_next = zero;
    endcase
end
always @(posedge clk) begin
    eth_state <= state_reg;
end
endmodule
module ethernet_led_interface (
    input wire clk,          
    input wire rst,          
    input wire LED_2,        
    input wire LED_1,        
    input wire LED_0,        
    input wire a,            
    input wire b,            
    output reg [2:0] led_status,  
    output wire yo,          
    output wire yl           
);
localparam [1:0] 
    s0 = 2'b00,
    s1 = 2'b01,
    s2 = 2'b10;
reg [1:0] state_reg, state_next;
always @(posedge clk or posedge rst) begin
    if (rst) begin
        state_reg <= s0;
        led_status <= 3'b000;  
    end else begin
        state_reg <= state_next;
        led_status[0] <= (state_reg == s0) ? LED_0 : 0;
        led_status[1] <= (state_reg == s1) ? LED_1 : 0;
        led_status[2] <= (state_reg == s2) ? LED_2 : 0;
    end
end
always @* begin
    state_next = state_reg;  
    case (state_reg)
        s0: if (a) begin
                if (b) state_next = s2;
                else state_next = s1;
            end
        s1: if (a) state_next = s0;
            else state_next = s1;
        s2: state_next = s0;
        default: state_next = s0;
    endcase
end
assign yl = (state_reg == s0) || (state_reg == s1);
assign yo = (state_reg == s0) && a && b;
endmodule
module top_module (
    input wire clk,               
    input wire reset,             
    input wire sw,                
    output wire db,               
    output wire [2:0] eth_state,  
    output wire [2:0] led_status  
);
wire LED_2, LED_1, LED_0;
ethernet_fsm eth_fsm (
    .clk(clk),
    .reset(reset),
    .sw(sw),
    .db(db),
    .eth_state(eth_state)
);
ethernet_led_interface eth_led (
    .clk(clk),
    .rst(reset),
    .LED_2(LED_2),
    .LED_1(LED_1),
    .LED_0(LED_0),
    .a(eth_state[0]),  
    .b(eth_state[1]),  
    .led_status(led_status),
    .yo(),
    .yl()
);
endmodule
```

## flow/run.sh

```bash
#!/bin/bash
# OpenROAD 26Q1-2900-gdf79404cd8, Yosys 0.63+post, stock flow scripts
make -C /OpenROAD-flow-scripts/flow DESIGN_CONFIG=/design/flow/config.mk WORK_HOME=/design/flow/orfs finish
```

## flow/config.mk

```make
export PLATFORM = sky130hd
export DESIGN_NAME = top_module
export DESIGN_NICKNAME = top_module
export VERILOG_FILES = /design/flow/design.v
export SDC_FILE = /design/flow/constraint.sdc
export NUM_CORES = 4
export LEC_CHECK = 1
export CORE_AREA = 10 10 83 83
export DIE_AREA = 0 0 93 93
```

## flow/constraint.sdc

```tcl
current_design top_module

set clk_period 3.5
set clk_io_pct 0.2

create_clock -name clk0 -period $clk_period [get_ports {clk}]

set non_clock_inputs [all_inputs -no_clocks]
set_input_delay [expr $clk_period * $clk_io_pct] -clock clk0 $non_clock_inputs
set_output_delay [expr $clk_period * $clk_io_pct] -clock clk0 [all_outputs]
```

==> impl_metrics.yaml <==
# yosys + openroad results
critical_path:
  endpoint_kind: "primary output"
  r2r_cells: 4
  critPathSlowestCell: "clkdlybuf4s50_1"
  start_kind: "register"
  cp_num_buf_inv: 1
  worstSetupPathType: "register to primary output"
  worstSetupPathDepth: 1
  required_ns: 2.80
  worstPathMaxFanout: 4
  path_cells: "clkdlybuf4s50_1"
  worst-endpoint-arrival_ns: 1.15
  cpLargestDelayFamily: "buffers and inverters"
  slowest_delay_ns: 0.49
clock_tree:
  clk_pin_slew_ns: 0.09
  cts.path.max_buffers: 2
  cts.sink_count: 25
  clkLatencyLatePin_ns: 0.27
  post_cts_buffers: 0
  ctsRootBufferMaster: "clkbuf_8"
  cts_tree: "built"
  cts-htree-levels: 1
  post_cts_resized: 0
  cts_hold_buf: 0
  tritoncts.num_buffers: 3
yosys:
  ys_seq_elements: 25
  synth.distinct_cells: 27
  ys_cells: 98
  yosysWarnings: 5
  ys_seq_share_pct: 50.4
  yosysChipArea_um2: 1020
  netlist_area_um2: 1020
  synth_area_per_cell_um2: 10.4
  syn_inst: 98
hold_path:
  hold_depth: 0
  min_path_type: "register to register"
sta:
  fmax_mhz: 539
  timing_hold_violations_final: 0
  clock-skew-final_ns: 0.00504
  worst_slew_pin_slew_ns: 0.508
  setup_viol: 0
  tns_ns: 0
  whs_ns: 0.408
  maxSlewViolCount: 0
  max-slew-margin-rel_pct: 65.8
  period_minus_slack_ns: 1.85
  fin_crit_sh_pct: 53.0
  layout_setup_ws_ns: 1.65
  rsz0062_at_grt: "no"
cells_and_area:
  drive_gt1_share_pct: 11.5
  instances_no_fill: 174
  layout_top_cell: "dfxtp_1"
  multiInputGateArea_um2: 452
  num-fill-cells: 579
  largest_reg_flops: 19
  regArea_um2: 515
  final_cell_mix: "dfxtp_1 (22), xnor2_1 (12)"
  syn2layout_area_growth_pct: 15.6
place:
  routabilityCongestion: 0.771
  portBuffers: 6
  place_hpwl_mm: 1.17
  post-place-ws_ns: 1.83
  place_inst: 170
run:
  warning_count: 26
  maxCapViolCount: 0
drt:
  routed_wl_mm: 1.52
  num_vias: 633
  route.met3.wl_um: 114
  top_layer_used: "met4"
  drtIter0Drc: 25
  n_antenna_cell: 0
  drc: 0
  wire_per_inst_um: 8.74
  vias_per_cell: 3.64
  met2_length_um: 608
  drt_first_pass_iters: 4
  drt.antenna.violating_nets: 0
  drt-met1-wl_um: 759
global_route:
  grt_pass1_wl_mm: 2.66
  antenna_found_initial: 0
  grt_max_degree: 15
  grt_use_total_pct: 3.65
  grt_overflow: 0
  grt_pass1_vias: 600
power:
  clock_power_share_pct: 35.8
  cellPowerDensity_nw_per_um2: 396
  power_frac_seq_pct: 62.1
  cellLeakagePower_nw: 0.430
  combinationalPowerShare_pct: 2.1
  netSwitchingPower_mw: 0.0930
  fin_total_pwr_mw: 0.468
  peakVddDrop_mv: 0.121
  swShare_pct: 19.9
  p_int_mw: 0.375
floorplanning:
  num_rows: 26
  die_x_um: 93
  core_um2: 5140
  fp.dieH_um: 93
  io_pins: 10
  initCoreUtil_pct: 19.9
  die-area_um2: 8650
outcome:
  status: "complete, no violations"
Yosys cell counts:
cell type,count,area [um2]
mux2_1,1,11.3
xor2_1,6,52.6
nor4b_1,1,8.76
nand3_2,1,10.0
nand4_1,6,37.5
inv_1,6,22.5
a211oi_1,1,7.51
xnor2_1,12,105
nor4_1,3,18.8
a311oi_1,1,8.76
buf_4,5,37.5
nor3_4,1,16.3
dfrtp_1,3,75.1
or4_4,2,22.5
and4_1,1,8.76
dfxtp_1,22,440
nand2_1,6,22.5
a21oi_1,1,5.00
nor3_2,1,10.0
and3_1,1,6.26
or2_2,2,12.5
clkbuf_1,1,3.75
nor2_1,6,22.5
a31o_2,1,8.76
nand3_1,4,20.0
ha_1,2,25.0
conb_1,1,3.75
kinds of logic (layout without fill, tap and decap cells):
kind of cell | Yosys count | count (layout) | share of synthesized area (%)
adder cells (fa/ha/maj) | 2 | 2 | 2.44
flip-flops | 25 | 25 | 50.4
XOR/XNOR | 18 | 18 | 15.4
buffers and inverters | 12 | 16 | 6.23
multiplexers | 1 | 1 | 1.10
AND-OR/OR-AND | 4 | 4 | 2.93
other | 1 | 3 | 0.366
AND/OR/NAND/NOR | 35 | 35 | 21.2
stage by stage:
step,area (um2),util (%)
after floorplan,1030,-
after global placement,1140,22.1
after detailed placement,1140,22.1
after CTS,1180,23.0
after global routing,1180,23.0
final,1180,23.0
worst paths after layout:
| kind | startpoint | slack [ns] | end |
|---|---|---|---|
| max in group asynchronous | reset | 2.78 | eth_fsm.state_reg[0] |
| max reg2reg | eth_fsm.q_reg[3] | 1.83 | eth_fsm.state_reg[2] |
| min in group asynchronous | reset | 0.59 | eth_fsm.state_reg[1] |
| max | eth_fsm.state_reg[2] | 1.65 | db |
| min reg2reg | eth_fsm.state_reg[1] | 0.41 | eth_fsm.eth_state[1] |
| min | eth_fsm.state_reg[1] | 0.41 | eth_fsm.eth_state[1] |
power groups by stage:
stage | Clock (mW) | Combinational, mW | Sequential (mW)
CTS | 0.173 | 0.0103 | 0.291
global route | 0.186 | 0.0111 | 0.292
finish | 0.167 | 0.00989 | 0.291
final cells by class:
class / count / share of cell area, %
flip-flops and latches: 25 / 43.6
multi-input cells: 63 / 38.2
well taps: 70 / 7.40
repair buffers: 6 / 5.07
clock buffers: 3 / 3.49
inverters: 6 / 1.90
clock inverters: 1 / 0.423
layer usage:
| metal | track usage (%) | up-vias |
|---|---|---|
| met5 | 0 | - |
| met4 | 0.900 | 0 |
| met3 | 1.78 | 5 |
| met2 | 5.26 | 12 |
| met1 | 4.81 | 278 |
| li1 | - | 338 |
Power figures rest on the tool's default switching activity, not on a simulated workload.
